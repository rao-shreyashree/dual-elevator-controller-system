==> config.mk <==
export PLATFORM = sky130hd
export DESIGN_NAME = top_module
export DESIGN_NICKNAME = top_module
export VERILOG_FILES = /design/flow/design.v
export SDC_FILE = /design/flow/constraint.sdc
export NUM_CORES = 4
export LEC_CHECK = 1
export CORE_UTILIZATION = 50
==> constraint.sdc <==
current_design top_module

set clk_period 3.3
set clk_io_pct 0.2

create_clock -name clk0 -period $clk_period [get_ports {clk}]

set non_clock_inputs [all_inputs -no_clocks]
set_input_delay [expr $clk_period * $clk_io_pct] -clock clk0 $non_clock_inputs
set_output_delay [expr $clk_period * $clk_io_pct] -clock clk0 [all_outputs]
==> design.v <==
module arbiter_priority(
    input clk,
    input rst,
    input [3:0] floor_requests,  
    input emergency_stop,  
    input [1:0] priority_floor,  
    input priority_request,  
    output reg [3:0] arbiter_requests,  
    output reg emergency_override  
);
    reg emergency_stop_latched;
    reg [1:0] current_priority_floor;
    always @(posedge clk or posedge rst) begin
        if (rst) begin
            emergency_stop_latched <= 1'b0;
            emergency_override <= 1'b0;
            current_priority_floor <= 2'b00;
            arbiter_requests <= 4'b0000;
        end else begin
            if (emergency_stop) begin
                emergency_stop_latched <= 1'b1;
                emergency_override <= 1'b1;
                arbiter_requests <= 4'b0000;
            end else if (emergency_stop_latched) begin
                emergency_override <= 1'b1;
                arbiter_requests <= 4'b0000;
            end else if (priority_request) begin
                emergency_override <= 1'b0;
                current_priority_floor <= priority_floor;
                arbiter_requests <= 4'b0000;
                case (priority_floor)
                    2'b00: arbiter_requests[0] <= 1'b1;  
                    2'b01: arbiter_requests[1] <= 1'b1;  
                    2'b10: arbiter_requests[2] <= 1'b1;  
                    2'b11: arbiter_requests[3] <= 1'b1;  
                endcase
            end else begin
                emergency_override <= 1'b0;
                emergency_stop_latched <= 1'b0;
                arbiter_requests <= floor_requests;
            end
        end
    end
endmodule
module elevator(
    input clk,
    input rst,
    input [1:0] target_floor,     
    input move_enable,            
    output reg [1:0] current_floor,   
    output reg door_open,         
    output reg moving_up,         
    output reg moving_down,       
    output reg elevator_busy      
);
    parameter FLOOR_G  = 2'b00;   
    parameter FLOOR_1  = 2'b01;   
    parameter FLOOR_2  = 2'b10;   
    parameter FLOOR_3  = 2'b11;   
    parameter STATE_IDLE      = 2'b00;
    parameter STATE_MOVING_UP = 2'b01;
    parameter STATE_MOVING_DOWN = 2'b10;
    parameter STATE_DOOR_OPEN = 2'b11;
    reg [1:0] state;
    reg [1:0] next_state;
    reg [2:0] move_timer;       
    reg [2:0] door_timer;       
    always @(posedge clk or posedge rst) begin
        if (rst) begin
            state <= STATE_IDLE;
            current_floor <= FLOOR_G;
            door_open <= 1'b1;      
            moving_up <= 1'b0;
            moving_down <= 1'b0;
            elevator_busy <= 1'b0;
            move_timer <= 3'b0;
            door_timer <= 3'b0;
        end else begin
            case (state)
                STATE_IDLE: begin
                    door_open <= 1'b1;
                    moving_up <= 1'b0;
                    moving_down <= 1'b0;
                    elevator_busy <= 1'b0;
                    door_timer <= door_timer + 1;
                    if (door_timer >= 3'd3) begin  
                        if (move_enable && (target_floor != current_floor)) begin
                            state <= (target_floor > current_floor) ? STATE_MOVING_UP : STATE_MOVING_DOWN;
                            move_timer <= 3'b0;
                            elevator_busy <= 1'b1;
                        end
                    end
                end
                STATE_MOVING_UP: begin
                    door_open <= 1'b0;
                    moving_up <= 1'b1;
                    moving_down <= 1'b0;
                    elevator_busy <= 1'b1;
                    move_timer <= move_timer + 1;
                    if (move_timer >= 3'd2) begin  
                        current_floor <= current_floor + 1;  
                        state <= STATE_DOOR_OPEN;
                        door_timer <= 3'b0;
                    end
                end
                STATE_MOVING_DOWN: begin
                    door_open <= 1'b0;
                    moving_up <= 1'b0;
                    moving_down <= 1'b1;
                    elevator_busy <= 1'b1;
                    move_timer <= move_timer + 1;
                    if (move_timer >= 3'd2) begin  
                        current_floor <= current_floor - 1;  
                        state <= STATE_DOOR_OPEN;
                        door_timer <= 3'b0;
                    end
                end
                STATE_DOOR_OPEN: begin
                    door_open <= 1'b1;
                    moving_up <= 1'b0;
                    moving_down <= 1'b0;
                    elevator_busy <= 1'b1;
                    door_timer <= door_timer + 1;
                    if (door_timer >= 3'd3) begin  
                        state <= STATE_IDLE;
                        door_timer <= 3'b0;
                    end
                end
            endcase
        end
    end
    always @(*) begin
        next_state = state;
        case (state)
            STATE_IDLE: begin
                if (move_enable && (target_floor != current_floor)) begin
                    next_state = (target_floor > current_floor) ? STATE_MOVING_UP : STATE_MOVING_DOWN;
                end
            end
            STATE_MOVING_UP: begin
                if (move_timer >= 3'd2) begin
                    next_state = STATE_DOOR_OPEN;
                end
            end
            STATE_MOVING_DOWN: begin
                if (move_timer >= 3'd2) begin
                    next_state = STATE_DOOR_OPEN;
                end
            end
            STATE_DOOR_OPEN: begin
                if (door_timer >= 3'd3) begin
                    next_state = STATE_IDLE;
                end
            end
        endcase
    end
endmodule
module scheduler(
    input clk,
    input rst,
    input [3:0] floor_requests,  
    input [1:0] elev1_floor,  
    input elev1_busy,  
    input elev1_moving_up,  
    input elev1_moving_down,  
    input [1:0] elev2_floor,  
    input elev2_busy,  
    input elev2_moving_up,  
    input elev2_moving_down,  
    output reg [1:0] elev1_target,  
    output reg elev1_move_enable,   
    output reg [1:0] elev2_target,  
    output reg elev2_move_enable,   
    output reg [3:0] request_ack    
);
    reg [3:0] pending_requests;
    reg [1:0] elev1_next_target, elev2_next_target;
    reg elev1_next_enable, elev2_next_enable;
    reg [3:0] next_request_ack;
    parameter FLOOR_G = 2'b00;
    parameter FLOOR_1 = 2'b01;
    parameter FLOOR_2 = 2'b10; 
    parameter FLOOR_3 = 2'b11;
    always @(*) begin
        elev1_next_target = elev1_floor;
        elev2_next_target = elev2_floor;
        elev1_next_enable = 1'b0;
        elev2_next_enable = 1'b0;
        next_request_ack = 4'b0000;
        if (pending_requests[0]) begin  
            if (!elev1_busy) begin
                elev1_next_target = FLOOR_G;
                elev1_next_enable = 1'b1;
                next_request_ack[0] = 1'b1;
            end else if (!elev2_busy) begin
                elev2_next_target = FLOOR_G;
                elev2_next_enable = 1'b1;
                next_request_ack[0] = 1'b1;
            end
        end
        if (pending_requests[1]) begin  
            if (!elev1_busy) begin
                elev1_next_target = FLOOR_1;
                elev1_next_enable = 1'b1;
                next_request_ack[1] = 1'b1;
            end else if (!elev2_busy) begin
                elev2_next_target = FLOOR_1;
                elev2_next_enable = 1'b1;
                next_request_ack[1] = 1'b1;
            end
        end
        if (pending_requests[2]) begin  
            if (!elev1_busy) begin
                elev1_next_target = FLOOR_2;
                elev1_next_enable = 1'b1;
                next_request_ack[2] = 1'b1;
            end else if (!elev2_busy) begin
                elev2_next_target = FLOOR_2;
                elev2_next_enable = 1'b1;
                next_request_ack[2] = 1'b1;
            end
        end
        if (pending_requests[3]) begin  
            if (!elev1_busy) begin
                elev1_next_target = FLOOR_3;
                elev1_next_enable = 1'b1;
                next_request_ack[3] = 1'b1;
            end else if (!elev2_busy) begin
                elev2_next_target = FLOOR_3;
                elev2_next_enable = 1'b1;
                next_request_ack[3] = 1'b1;
            end
        end
    end
    always @(posedge clk or posedge rst) begin
        if (rst) begin
            pending_requests <= 4'b0000;
            elev1_target <= FLOOR_G;
            elev2_target <= FLOOR_G;
            elev1_move_enable <= 1'b0;
            elev2_move_enable <= 1'b0;
            request_ack <= 4'b0000;
        end else begin
            pending_requests <= (pending_requests | floor_requests) & ~request_ack;
            elev1_target <= elev1_next_target;
            elev2_target <= elev2_next_target;
            elev1_move_enable <= elev1_next_enable;
            elev2_move_enable <= elev2_next_enable;
            request_ack <= next_request_ack;
        end
    end
endmodule
module top_module(
    input clk,
    input rst,
    input [3:0] floor_requests,     
    input emergency_stop,           
    input [1:0] priority_floor,     
    input priority_request,         
    output [1:0] elev1_current_floor,
    output elev1_door_open,
    output elev1_moving_up,
    output elev1_moving_down,
    output elev1_busy,
    output [1:0] elev2_current_floor,
    output elev2_door_open,
    output elev2_moving_up,
    output elev2_moving_down,
    output elev2_busy,
    output [3:0] request_ack,
    output emergency_override
);
    wire [3:0] arbiter_requests;
    wire [1:0] elev1_target, elev2_target;
    wire elev1_move_enable, elev2_move_enable;
    arbiter_priority arbiter (
        .clk(clk),
        .rst(rst),
        .floor_requests(floor_requests),
        .emergency_stop(emergency_stop),
        .priority_floor(priority_floor),
        .priority_request(priority_request),
        .arbiter_requests(arbiter_requests),
        .emergency_override(emergency_override)
    );
    scheduler elevator_scheduler (
        .clk(clk),
        .rst(rst),
        .floor_requests(arbiter_requests),
        .elev1_floor(elev1_current_floor),
        .elev1_busy(elev1_busy),
        .elev1_moving_up(elev1_moving_up),
        .elev1_moving_down(elev1_moving_down),
        .elev2_floor(elev2_current_floor),
        .elev2_busy(elev2_busy),
        .elev2_moving_up(elev2_moving_up),
        .elev2_moving_down(elev2_moving_down),
        .elev1_target(elev1_target),
        .elev1_move_enable(elev1_move_enable),
        .elev2_target(elev2_target),
        .elev2_move_enable(elev2_move_enable),
        .request_ack(request_ack)
    );
    elevator elevator1 (
        .clk(clk),
        .rst(rst),
        .target_floor(elev1_target),
        .move_enable(elev1_move_enable),
        .current_floor(elev1_current_floor),
        .door_open(elev1_door_open),
        .moving_up(elev1_moving_up),
        .moving_down(elev1_moving_down),
        .elevator_busy(elev1_busy)
    );
    elevator elevator2 (
        .clk(clk),
        .rst(rst),
        .target_floor(elev2_target),
        .move_enable(elev2_move_enable),
        .current_floor(elev2_current_floor),
        .door_open(elev2_door_open),
        .moving_up(elev2_moving_up),
        .moving_down(elev2_moving_down),
        .elevator_busy(elev2_busy)
    );
endmodule
==> run.sh <==
#!/bin/bash
# OpenROAD 26Q1-2900-gdf79404cd8, Yosys 0.63+post, stock flow scripts
make -C /OpenROAD-flow-scripts/flow DESIGN_CONFIG=/design/flow/config.mk WORK_HOME=/design/flow/orfs finish
==> GITHUB_STEP_SUMMARY <==
## PnR job results

| Metric | Value |
|---|---|
| Hold Path Cell Cnt | 1 |
| Critical path launch point | elevator1.elevator_busy$_DFF_PP0_ |
| Number of instances in the synthesized netlist | 217 |
| Critical path's largest stage delay | 0.51 ns |
| Storage element area | 0.00128 mm2 |
| WL final | 4020 um |
| Detail Route Antenna Nets | 0 |
| Worst R2R End | elevator2.move_timer[2]$_DFFE_PP0P_ |
| Y dimension of the die | 69.5 um |
| Chip area | 0.00483 mm2 |
| Die Wd | 69.5 um |
| Largest net degree at the start of global routing | 40 |
| Count of endpoints failing hold in the final timing report | 0 |
| Crit-path max FO | 9 |
| Placed cell count | 292 |
| Slew headroom | 47.1% |
| Fin Setup TNS | 0 ns |
| Leakage component of the power | 1.24 nW |
| Count of routing violations after the opening detailed-route iteration | 94 |
| Tool Warnings | 27 |
| Depth of the worst register-to-register path | 6 |
| Non-filler cells, final | 300 |
| Area of combinational cells with multiple inputs | 933 um2 |
| Yosys warnings | 3 |
| Via count normalized by instance count | 5.49 |
| Gates resized, CTS repair | 0 |
| Routed wirelength normalized by instance count | 13.4 um |
| Via count of the routed design | 1647 |
| Required time of the critical path | 2.64 ns |
| Floorplan-stage core utilization | 52.3% |
| Clock Root Buffer | sky130_fd_sc_hd__clkbuf_8 |
| Core Footprint | 0.00435 mm2 |
| Crit path max-delay family | buffers and inverters |
| Actual transition at the worst max-transition pin | 0.793 ns |
| All-Layer GR Usage | 18.6% |
| Aggregate global routing overflow | 0 |
| First-pass GRT wire length | 7020 um |
| Number of levels the H-tree was split into | 2 |
| Flop2flop setup slack | 1.38 ns |
| Residual DRC | 0 |
| Worst setup path endpoint | elev1_busy |
| Max-slew violation count | 0 |
| Post-layout min period | 1.97 ns |
| Netlist area before placement | 0.00228 mm2 |
| CP arrival | 1.31 ns |
| Maximum clock path buffer count | 2 |
| Diodes inserted | 0 |
| Worst setup SP type | flop |
| Fraction of layout instances using a drive strength above 1 | 9.27% |
| Power density relative to cell area | 411 mW/mm2 |
| Worst path depth | 1 |
| Buffers on Ports | 26 |
| Setup repair after global routing missed its margin | false |
| Post-CTS Repair Setup Buffers | 0 |
| Class of the most critical hold timing path | reg2reg |
| Count of endpoints failing setup in the final report | 0 |
| I/O pin cnt | 27 |
| Yosys chip area | 0.00228 mm2 |
| Maximum clock rate | 508 MHz |
| Clock transition time at the flip-flop clock pins of the worst setup and hold paths | 0.08 ns |
| Dominant synthesized flop cell | sky130_fd_sc_hd__dfrtp_1 |
| Setup CP Type | reg2out |
| Number of flops mapped to enable cells by yosys | 0 |
| Antenna violations before repair | 0 |
| Drt pass-1 iters | 4 |
| Cells along the critical path | clkdlybuf4s50_1 |
| Vias in the first global route | 1608 |
| Num CTS Buffers | 5 |
| Hold-fix buffer count after cts | 0 |
| Site row count | 24 |
| Clock insertion delay at the later pin of the skew report | 0.30 ns |
| FILL cells | 332 |
| Number of synthesized register bits | 51 |
| Share of async-settable or async-resettable flops after synthesis | 100% |
| Number of buffers and inverters on the critical path | 1 |
| Synth-to-layout area growth | 18.2% |
| Number of unique standard cell types used by synthesis | 42 |
| Placer congestion estimate | 0.789 |
| Tally of max-capacitance violations | 0 |
| TritonCTS clock tree | built |
| Final HPWL from detailed placement | 2880 um |
| R2r startpoint | elevator2.door_timer[0]$_DFFE_PP0P_ |
| Worst vdd rail ir drop | 0.217 mV |
| Number of sinks handled by clock tree synthesis | 51 |
| Clk_skew | 0.00931 ns |
| Average cell area after synthesis | 10.5 um2 |
| Cell count in the Yosys report | 217 |
| Slowest-stage cell, CP | sky130_fd_sc_hd__clkdlybuf4s50_1 |
| Sequential-to-total area share from yosys stat | 56.2% |
| Final worst-path cycle share | 59.7% |
| Critical Path End Type | output port |
| Status | finished clean |
[logic make-up after synthesis]
group | Yosys count | share of synthesized area [%]
AND/OR/NAND/NOR | 79 | 16.8
flip-flops | 51 | 56.2
adder cells (fa/ha/maj) | 11 | 6.04
AND-OR/OR-AND | 53 | 15.3
multiplexers | 2 | 0.934
buffers and inverters | 16 | 2.80
XOR/XNOR | 5 | 1.92
[final cells by class]
type | count | share of cell area, %
multi-input combinational | 150 | 34.7
inverter | 12 | 1.67
clock buffer | 8 | 3.72
sequential | 51 | 47.6
tap | 52 | 2.42
timing repair buffer | 27 | 9.94
[flip-flops by register name (all words and copies together), names as in the netlist, 3 cells and up]
name / count
arbiter.arbiter_requests: 4
elevator1.state: 4
elevator2.state: 4
elevator_scheduler.pending_requests: 4
elevator_scheduler.request_ack: 4
elevator1.door_timer: 3
elevator1.move_timer: 3
elevator2.door_timer: 3
elevator2.move_timer: 3
[cells in the mapped netlist, drive strengths merged (3+ instances only)]
master   n  area share (%)
a21o     3            0.99
a21oi   11             2.4
a22o     3             1.2
a32o     3             1.3
and2     3            0.82
dfrtp   47              52
dfstp    4             4.6
ha      11             6.0
inv     12             2.0
nand2   17             2.8
nand2b   6             1.6
nand3b   5             1.6
nor2    31             5.1
nor3     4             1.1
o21ai   21             4.6
or2      5             1.4
xnor2    4             1.5
[per-layer routing]
| layer | routed length (um) | share of wire [%] | vias up | track usage (%) |
|---|---|---|---|---|
| li1 | - | - | 813 | - |
| met1 | 2030 | 51 | 788 | 30.0 |
| met2 | 1720 | 43 | 41 | 27.4 |
| met3 | 210 | 5.2 | 5 | 4.87 |
| met4 | 57 | 1.4 | 0 | 2.72 |
| met5 | 0 | 0 | - | 0 |
[per-stage QoR]
stage	util [%]	setup WS [ns]	power [mW]	hold WS (ns)	cell area, um2
2_1_floorplan	-	1.42	0.702	0.378	2280
3_3_place_gp	59.5	1.44	0.737	0.416	2590
3_5_place_dp	59.5	1.40	0.738	0.416	2590
4_1_cts	61.8	1.32	1.11	0.434	2690
5_1_grt	61.8	1.21	1.16	0.460	2690
6_report	61.8	1.33	1.11	0.428	2690
[power by group]
| group | leakage [nW] | total (mW) | internal [mW] | switching, mW |
|---|---|---|---|---|
| combinational | 0.519 | 0.0736 | 0.0359 | 0.0377 |
| clock | 0.0515 | 0.381 | 0.191 | 0.189 |
| sequential | 0.667 | 0.652 | 0.641 | 0.0102 |
| total | 1.24 | 1.11 | 0.869 | 0.237 |
[worst register-to-register path: stages, from the launching register on]
cell                      delay [ns]
sky130_fd_sc_hd__dfrtp_1        0.42
sky130_fd_sc_hd__ha_1           0.21
sky130_fd_sc_hd__ha_1           0.19
sky130_fd_sc_hd__a211o_1        0.30
sky130_fd_sc_hd__a31o_1         0.26
sky130_fd_sc_hd__and4b_1        0.21
sky130_fd_sc_hd__a211o_1        0.22
[worst min path at each step]
stage / startpoint / end / slack, ns
CTS: elevator_scheduler.request_ack[1]$_DFF_PP0_ / elevator_scheduler.pending_requests[1]$_DFF_PP0_ / 0.43
finish: elevator_scheduler.request_ack[1]$_DFF_PP0_ / elevator_scheduler.pending_requests[1]$_DFF_PP0_ / 0.43
global route: elevator_scheduler.request_ack[3]$_DFF_PP0_ / elevator_scheduler.pending_requests[3]$_DFF_PP0_ / 0.46
[cell usage in the layout, fill, tap and decap left out, types with 2 or more instances in the layout]
master	instances
sky130_fd_sc_hd__dfrtp_1	47
sky130_fd_sc_hd__nor2_1	31
sky130_fd_sc_hd__clkdlybuf4s50_1	26
sky130_fd_sc_hd__o21ai_0	20
sky130_fd_sc_hd__nand2_1	17
sky130_fd_sc_hd__a21oi_1	11
sky130_fd_sc_hd__inv_1	11
sky130_fd_sc_hd__ha_1	11
sky130_fd_sc_hd__clkbuf_8	7
sky130_fd_sc_hd__nand2b_1	6
sky130_fd_sc_hd__nand3b_1	5
sky130_fd_sc_hd__or2_2	4
sky130_fd_sc_hd__xnor2_1	4
sky130_fd_sc_hd__dfstp_2	4
sky130_fd_sc_hd__nor3_1	3
sky130_fd_sc_hd__a21o_1	3
sky130_fd_sc_hd__a32o_1	3
sky130_fd_sc_hd__and2_1	3
sky130_fd_sc_hd__a211o_1	2
sky130_fd_sc_hd__nor4_1	2
sky130_fd_sc_hd__nand3_1	2
sky130_fd_sc_hd__nor2b_1	2
sky130_fd_sc_hd__a22o_1	2
sky130_fd_sc_hd__o31ai_1	2
Power figures rest on the tool's default switching activity, not on a simulated workload.
